--- /design/flow/run.sh ---
#!/bin/bash
# OpenROAD 26Q1-2900-gdf79404cd8, Yosys 0.63+post, stock flow scripts
make -C /OpenROAD-flow-scripts/flow DESIGN_CONFIG=/design/flow/config.mk WORK_HOME=/design/flow/orfs finish
--- /design/flow/config.mk ---
export PLATFORM = sky130hd
export DESIGN_NAME = VGAIndex
export DESIGN_NICKNAME = VGAIndex
export VERILOG_FILES = /design/flow/design.v
export SDC_FILE = /design/flow/constraint.sdc
export NUM_CORES = 4
export LEC_CHECK = 1
export CORE_UTILIZATION = 30
--- /design/flow/constraint.sdc ---
current_design VGAIndex

set clk_period 3.5
set clk_io_pct 0.2

create_clock -name clk0 -period $clk_period [get_ports {VGA_IN_DATA_CLK}]

set non_clock_inputs [all_inputs -no_clocks]
set_input_delay [expr $clk_period * $clk_io_pct] -clock clk0 $non_clock_inputs
set_output_delay [expr $clk_period * $clk_io_pct] -clock clk0 [all_outputs]
--- /design/flow/design.v ---
parameter C_NCK_PER_CLK          = 1;
parameter C_TWR                  = 15000;
parameter C_CTRL_COMPLETE_INDEX = 0;
parameter C_CTRL_IS_WRITE_INDEX = 1;
parameter C_CTRL_PHYIF_RAS_N_INDEX = 2;
parameter C_CTRL_PHYIF_CAS_N_INDEX = 3;
parameter C_CTRL_PHYIF_WE_N_INDEX = 4;
parameter C_CTRL_RMW_INDEX = 6;
parameter C_CTRL_SKIP_0_INDEX = 7;
parameter C_CTRL_PHYIF_DQS_O_INDEX = 8;
parameter C_CTRL_SKIP_1_INDEX = 9;
parameter C_CTRL_DP_RDFIFO_PUSH_INDEX = 10;
parameter C_CTRL_SKIP_2_INDEX = 11;
parameter C_CTRL_AP_COL_CNT_LOAD_INDEX = 12;
parameter C_CTRL_AP_COL_CNT_ENABLE_INDEX = 13;
parameter C_CTRL_AP_PRECHARGE_ADDR10_INDEX = 14;
parameter C_CTRL_AP_ROW_COL_SEL_INDEX = 15;
parameter C_CTRL_PHYIF_FORCE_DM_INDEX = 16;
parameter C_CTRL_REPEAT4_INDEX = 17;
parameter C_B16_REPEAT_CNT = 0;
parameter C_B32_REPEAT_CNT = 0;
parameter C_B64_REPEAT_CNT = 2;
parameter C_ZQCS_REPEAT_CNT = 0;
parameter C_BASEADDR_CTRL0 = 9'h000;
parameter C_HIGHADDR_CTRL0 = 9'h00b;
parameter integer C_SKIP_1_VALUE = 9'h001;
parameter C_BASEADDR_CTRL1 = 9'h00c;
parameter C_HIGHADDR_CTRL1 = 9'h013;
parameter C_BASEADDR_CTRL2 = 9'h014;
parameter C_HIGHADDR_CTRL2 = 9'h01f;
parameter integer C_SKIP_2_VALUE = 9'h001;
parameter C_BASEADDR_CTRL3 = 9'h020;
parameter C_HIGHADDR_CTRL3 = 9'h027;
parameter C_BASEADDR_CTRL4 = 9'h028;
parameter C_HIGHADDR_CTRL4 = 9'h033;
parameter integer C_SKIP_3_VALUE = 9'h001;
parameter C_BASEADDR_CTRL5 = 9'h034;
parameter C_HIGHADDR_CTRL5 = 9'h03b;
parameter C_BASEADDR_CTRL6 = 9'h03c;
parameter C_HIGHADDR_CTRL6 = 9'h047;
parameter integer C_SKIP_4_VALUE = 9'h001;
parameter C_BASEADDR_CTRL7 = 9'h048;
parameter C_HIGHADDR_CTRL7 = 9'h04f;
parameter C_BASEADDR_CTRL8 = 9'h050;
parameter C_HIGHADDR_CTRL8 = 9'h05d;
parameter integer C_SKIP_5_VALUE = 9'h001;
parameter C_BASEADDR_CTRL9 = 9'h05e;
parameter C_HIGHADDR_CTRL9 = 9'h066;
parameter C_BASEADDR_CTRL10 = 9'h067;
parameter C_HIGHADDR_CTRL10 = 9'h078;
parameter integer C_SKIP_6_VALUE = 9'h001;
parameter C_BASEADDR_CTRL11 = 9'h079;
parameter C_HIGHADDR_CTRL11 = 9'h085;
parameter C_BASEADDR_CTRL12 = 9'h086;
parameter C_HIGHADDR_CTRL12 = 9'h097;
parameter integer C_SKIP_7_VALUE = 9'h001;
parameter C_BASEADDR_CTRL13 = 9'h098;
parameter C_HIGHADDR_CTRL13 = 9'h0a4;
parameter C_BASEADDR_CTRL14 = 9'h0a5;
parameter C_HIGHADDR_CTRL14 = 9'h0b5;
parameter C_BASEADDR_CTRL15 = 9'h0b6;
parameter C_HIGHADDR_CTRL15 = 9'h0b7;
parameter C_CTRL_BRAM_INIT_3F = 256'h000002FC000002FC000002FC000002FC000002FC000002FC000002FC000002FC;
parameter C_CTRL_BRAM_INIT_3E = 256'h000002FC000002FC000002FC000002FC000002FC000002FC000002FC000002FC;
parameter C_CTRL_BRAM_INIT_3D = 256'h000002FC000002FC000002FC000002FC000002FC000002FC000002FC000002FC;
parameter C_CTRL_BRAM_INIT_3C = 256'h000002FC000002FC000002FC000002FC000002FC000002FC000002FC000002FC;
parameter C_CTRL_BRAM_INIT_3B = 256'h000002FC000002FC000002FC000002FC000002FC000002FC000002FC000002FC;
parameter C_CTRL_BRAM_INIT_3A = 256'h000002FC000002FC000002FC000002FC000002FC000002FC000002FC000002FC;
parameter C_CTRL_BRAM_INIT_39 = 256'h000002FC000002FC000002FC000002FC000002FC000002FC000002FC000002FC;
parameter C_CTRL_BRAM_INIT_38 = 256'h000002FC000002FC000002FC000002FC000002FC000002FC000002FC000002FC;
parameter C_CTRL_BRAM_INIT_37 = 256'h000002FC000002FC000002FC000002FC000002FC000002FC000002FC000002FC;
parameter C_CTRL_BRAM_INIT_36 = 256'h000002FC000002FC000002FC000002FC000002FC000002FC000002FC000002FC;
parameter C_CTRL_BRAM_INIT_35 = 256'h000002FC000002FC000002FC000002FC000002FC000002FC000002FC000002FC;
parameter C_CTRL_BRAM_INIT_34 = 256'h000002FC000002FC000002FC000002FC000002FC000002FC000002FC000002FC;
parameter C_CTRL_BRAM_INIT_33 = 256'h000002FC000002FC000002FC000002FC000002FC000002FC000002FC000002FC;
parameter C_CTRL_BRAM_INIT_32 = 256'h000002FC000002FC000002FC000002FC000002FC000002FC000002FC000002FC;
parameter C_CTRL_BRAM_INIT_31 = 256'h000002FC000002FC000002FC000002FC000002FC000002FC000002FC000002FC;
parameter C_CTRL_BRAM_INIT_30 = 256'h000002FC000002FC000002FC000002FC000002FC000002FC000002FC000002FC;
parameter C_CTRL_BRAM_INIT_2F = 256'h000002FC000002FC000002FC000002FC000002FC000002FC000002FC000002FC;
parameter C_CTRL_BRAM_INIT_2E = 256'h000002FC000002FC000002FC000002FC000002FC000002FC000002FC000002FC;
parameter C_CTRL_BRAM_INIT_2D = 256'h000002FC000002FC000002FC000002FC000002FC000002FC000002FC000002FC;
parameter C_CTRL_BRAM_INIT_2C = 256'h000002FC000002FC000002FC000002FC000002FC000002FC000002FC000002FC;
parameter C_CTRL_BRAM_INIT_2B = 256'h000002FC000002FC000002FC000002FC000002FC000002FC000002FC000002FC;
parameter C_CTRL_BRAM_INIT_2A = 256'h000002FC000002FC000002FC000002FC000002FC000002FC000002FC000002FC;
parameter C_CTRL_BRAM_INIT_29 = 256'h000002FC000002FC000002FC000002FC000002FC000002FC000002FC000002FC;
parameter C_CTRL_BRAM_INIT_28 = 256'h000002FC000002FC000002FC000002FC000002FC000002FC000002FC000002FC;
parameter C_CTRL_BRAM_INIT_27 = 256'h000002FC000002FC000002FC000002FC000002FC000002FC000002FC000002FC;
parameter C_CTRL_BRAM_INIT_26 = 256'h000002FC000002FC000002FC000002FC000002FC000002FC000002FC000002FC;
parameter C_CTRL_BRAM_INIT_25 = 256'h000002FC000002FC000002FC000002FC000002FC000002FC000002FC000002FC;
parameter C_CTRL_BRAM_INIT_24 = 256'h000002FC000002FC000002FC000002FC000002FC000002FC000002FC000002FC;
parameter C_CTRL_BRAM_INIT_23 = 256'h000002FC000002FC000002FC000002FC000002FC000002FC000002FC000002FC;
parameter C_CTRL_BRAM_INIT_22 = 256'h000002FC000002FC000002FC000002FC000002FC000002FC000002FC000002FC;
parameter C_CTRL_BRAM_INIT_21 = 256'h000002FC000002FC000002FC000002FC000002FC000002FC000002FC000002FC;
parameter C_CTRL_BRAM_INIT_20 = 256'h000002FC000002FC000002FC000002FC000002FC000002FC000002FC000002FC;
parameter C_CTRL_BRAM_INIT_1F = 256'h000002FC000002FC000002FC000002FC000002FC000002FC000002FC000002FC;
parameter C_CTRL_BRAM_INIT_1E = 256'h000002FC000002FC000002FC000002FC000002FC000002FC000002FC000002FC;
parameter C_CTRL_BRAM_INIT_1D = 256'h000002FC000002FC000002FC000002FC000002FC000002FC000002FC000002FC;
parameter C_CTRL_BRAM_INIT_1C = 256'h000002FC000002FC000002FC000002FC000002FC000002FC000002FC000002FC;
parameter C_CTRL_BRAM_INIT_1B = 256'h000002FC000002FC000002FC000002FC000002FC000002FC000002FC000002FC;
parameter C_CTRL_BRAM_INIT_1A = 256'h000002FC000002FC000002FC000002FC000002FC000002FC000002FC000002FC;
parameter C_CTRL_BRAM_INIT_19 = 256'h000002FC000002FC000002FC000002FC000002FC000002FC000002FC000002FC;
parameter C_CTRL_BRAM_INIT_18 = 256'h000002FC000002FC000002FC000002FC000002FC000002FC000002FC000002FC;
parameter C_CTRL_BRAM_INIT_17 = 256'h000002FC000002FC000002FC000002FC000002FC000002FC000002FC000002FC;
parameter C_CTRL_BRAM_INIT_16 = 256'h0000001C0000001C0000001C0000001C0000001C0000001C0000001C0000001D;
parameter C_CTRL_BRAM_INIT_15 = 256'h0000001C0000001C0000001C0000001C0000001C0000001C0000001C00000010;
parameter C_CTRL_BRAM_INIT_14 = 256'h0000001C0000001C000040080000001C0000001C000040080000001C00002414;
parameter C_CTRL_BRAM_INIT_13 = 256'h0000041D000024140000041C000024140002041C000024140000141C00008018;
parameter C_CTRL_BRAM_INIT_12 = 256'h0000001E0000001E0000001E0000400A0000001E0000001F0000001E0000201E;
parameter C_CTRL_BRAM_INIT_11 = 256'h0000001E000021060000011E000021060000011E000021060002011E00002106;
parameter C_CTRL_BRAM_INIT_10 = 256'h0000111E0000801A0000001C0000001C000040080000001C000024140000041D;
parameter C_CTRL_BRAM_INIT_0F = 256'h000024140000041C000024140002041C000024140000141C000080180000001E;
parameter C_CTRL_BRAM_INIT_0E = 256'h0000001E0000001E0000400A0000001E0000001F0000001E0000201E0000001E;
parameter C_CTRL_BRAM_INIT_0D = 256'h000021060000011E000021060000011E000021060002011E000021060000111E;
parameter C_CTRL_BRAM_INIT_0C = 256'h0000801A0000001C0000001C000040080000001C000024140000041D00002414;
parameter C_CTRL_BRAM_INIT_0B = 256'h0000141C000080180000001E0000001E0000001E0000400A0000001E0000001F;
parameter C_CTRL_BRAM_INIT_0A = 256'h0000001E0000201E0000001E000021060000011E000021060000111E0000801A;
parameter C_CTRL_BRAM_INIT_09 = 256'h0000001C0000001C000040080000001C0000001C000024150000141C00008018;
parameter C_CTRL_BRAM_INIT_08 = 256'h0000001E0000001E0000001E0000400A0000001E0000001F0000001E0000201E;
parameter C_CTRL_BRAM_INIT_07 = 256'h0000001E000021060000111E0000801A0000001C0000001C000040080000001C;
parameter C_CTRL_BRAM_INIT_06 = 256'h0000001C000020150000141C000080180000001E0000001E0000001E0000400A;
parameter C_CTRL_BRAM_INIT_05 = 256'h0000001E0000001F0000001E0000001E0000001E000021060001111E0000801A;
parameter C_CTRL_BRAM_INIT_04 = 256'h0000001C0000001C000040080000001C0000001C000020150000141C00008018;
parameter C_CTRL_BRAM_INIT_03 = 256'h0000001E0000001E0000001E0000400A0000001E0000001F0000001E0000001E;
parameter C_CTRL_BRAM_INIT_02 = 256'h0000001E000021060001111E0000801A0000001C0000001C000040080000001C;
parameter C_CTRL_BRAM_INIT_01 = 256'h0000001C000020150000141C000080180000001E0000001E0000001E0000400A;
parameter C_CTRL_BRAM_INIT_00 = 256'h0000001E0000001F0000001E0000001E0000001E000021060001111E0000801A;
parameter C_CTRL_BRAM_SRVAL = 36'h0000002FC;
parameter C_CTRL_BRAM_INITP_07 = 256'h0000000000000000000000000000000000000000000000000000000000000000;
parameter C_CTRL_BRAM_INITP_06 = 256'h0000000000000000000000000000000000000000000000000000000000000000;
parameter C_CTRL_BRAM_INITP_05 = 256'h0000000000000000000000000000000000000000000000000000000000000000;
parameter C_CTRL_BRAM_INITP_04 = 256'h0000000000000000000000000000000000000000000000000000000000000000;
parameter C_CTRL_BRAM_INITP_03 = 256'h0000000000000000000000000000000000000000000000000000000000000000;
parameter C_CTRL_BRAM_INITP_02 = 256'h0000000000000000000000000000000000000000000000000000000000000000;
parameter C_CTRL_BRAM_INITP_01 = 256'h0000000000000000000000000000000000000000000000000000000000000000;
parameter C_CTRL_BRAM_INITP_00 = 256'h0000000000000000000000000000000000000000000000000000000000000000;
parameter C_CTRL_Q0_DELAY = 1;
parameter C_CTRL_Q1_DELAY = 1;
parameter C_CTRL_Q2_DELAY = 2;
parameter C_CTRL_Q3_DELAY = 2;
parameter C_CTRL_Q4_DELAY = 2;
parameter C_CTRL_Q5_DELAY = 0;
parameter C_CTRL_Q6_DELAY = 5;
parameter C_CTRL_Q7_DELAY = 0;
parameter C_CTRL_Q8_DELAY = 2;
parameter C_CTRL_Q9_DELAY = 0;
parameter C_CTRL_Q10_DELAY = 2;
parameter C_CTRL_Q11_DELAY = 0;
parameter C_CTRL_Q12_DELAY = 1;
parameter C_CTRL_Q13_DELAY = 1;
parameter C_CTRL_Q14_DELAY = 1;
parameter C_CTRL_Q15_DELAY = 1;
parameter C_CTRL_Q16_DELAY = 1;
parameter C_CTRL_Q17_DELAY = 1;
parameter C_CTRL_Q18_DELAY = 0;
parameter C_CTRL_Q19_DELAY = 0;
parameter C_CTRL_Q20_DELAY = 0;
parameter C_CTRL_Q21_DELAY = 0;
parameter C_CTRL_Q22_DELAY = 0;
parameter C_CTRL_Q23_DELAY = 0;
parameter C_CTRL_Q24_DELAY = 0;
parameter C_CTRL_Q25_DELAY = 0;
parameter C_CTRL_Q26_DELAY = 0;
parameter C_CTRL_Q27_DELAY = 0;
parameter C_CTRL_Q28_DELAY = 0;
parameter C_CTRL_Q29_DELAY = 0;
parameter C_CTRL_Q30_DELAY = 0;
parameter C_CTRL_Q31_DELAY = 0;
parameter C_CTRL_Q32_DELAY = 0;
parameter C_CTRL_Q33_DELAY = 0;
parameter C_CTRL_Q34_DELAY = 0;
parameter C_CTRL_Q35_DELAY = 0;
parameter C_CTRL_ARB_RDMODWR_DELAY = 3;
parameter C_CTRL_AP_COL_DELAY = 1;
parameter C_CTRL_AP_PI_ADDR_CE_DELAY = 0;
parameter C_CTRL_AP_PORT_SELECT_DELAY = 0;
parameter C_CTRL_AP_PIPELINE1_CE_DELAY = 0;
parameter C_CTRL_DP_LOAD_RDWDADDR_DELAY = 2;
parameter C_CTRL_DP_RDFIFO_WHICHPORT_DELAY = 12;
parameter C_CTRL_DP_SIZE_DELAY = 2;
parameter C_CTRL_DP_WRFIFO_WHICHPORT_DELAY = 4;
parameter C_CTRL_PHYIF_DUMMYREADSTART_DELAY = 5;
module	VGAIndex(
		Reset,
		VGA_IN_DATA_CLK,
		VGA_IN_HSOUT,
		VGA_IN_VSOUT,
		i,
		j,
		valid
	);
	parameter Width = 800,
		FrontH = 40,
		PulseH = 128,
		BackH = 93,  
		Height = 600,
		FrontV = 1,
		PulseV = 4,
		BackV = 24;  
	input Reset;
	input VGA_IN_DATA_CLK;
	input VGA_IN_HSOUT;
	input VGA_IN_VSOUT;
	output [10:0] i;
	output [10:0] j;
	output valid;
	localparam IDLE = 1'd0, ACTIVE = 1'd1;
  reg [10:0] h_counter, v_counter;
	assign j = h_counter - (PulseH+BackH);
	assign i = v_counter - (PulseV+BackV);
	assign valid = (h_counter >= (PulseH+BackH)) & 
								 (h_counter <  (PulseH+BackH+Width)) & 
								 (v_counter >= (PulseV+BackV)) & 
								 (v_counter <  (PulseV+BackV+Height)); 
	reg hsout_delayed;
	reg vsout_delayed;
	wire hsout_posedge;
	wire vsout_posedge;
	assign hsout_posedge = VGA_IN_HSOUT & !hsout_delayed;
	assign vsout_posedge = VGA_IN_VSOUT & !vsout_delayed;
	reg state;
	always@(posedge VGA_IN_DATA_CLK) begin
		if (Reset) begin
			state <= IDLE;
			hsout_delayed <= 1;  
			vsout_delayed <= 1;
			h_counter <= 0;  
			v_counter <= 0;
		end else begin
			hsout_delayed <= VGA_IN_HSOUT;
			vsout_delayed <= VGA_IN_VSOUT;
			case (state)
				IDLE: begin
					if (vsout_posedge) begin
						h_counter <= 0;
						v_counter <= 0;
						state <= ACTIVE;
					end
				end
				ACTIVE: begin
					if (vsout_posedge) begin
						h_counter <= 0;
						v_counter <= 0;
					end else if (hsout_posedge) begin
						h_counter <= 0;
						v_counter <= v_counter + 1;
					end else begin
						h_counter <= h_counter + 1;
						v_counter <= v_counter;
					end
				end
				default:
					state <= IDLE;
			endcase
		end
	end
endmodule
==> flow_metrics.env <==
# implementation run metrics
export IMPL_outcome="completed"
export IMPL_cts_made_buffers=3
export IMPL_boundaryPins=27
export IMPL_place_hpwl_um=2420
export IMPL_port_buffer_count=26
export IMPL_enable_flop_cells=0
export IMPL_yosys_area_top_type_share_pct=31.8
export IMPL_timing_critical_path_arrival_ns=2.32
export IMPL_fin_util_pct=38.8
export IMPL_grt_pass1_wl_um=5690
export IMPL_via_count_of_the_first_global_routing_pass=1185
export IMPL_postSynthSeqShare_pct=31.8
export IMPL_top_area_cell="sky130_fd_sc_hd__dfxtp_1"
export IMPL_grt_met2_usage_pct=19.9
export IMPL_max_slew_violation_total_from_the_final_report=0
export IMPL_drv_max_cap_violation_count=0
export IMPL_post_dp_cell_area_sq_mm=0.00185
export IMPL_hold_class="flop to flop"
export IMPL_worstSkewPairLatency_ns=0.26
export IMPL_avgRoutedWirePerCell_um=12.2
export IMPL_initial_core_util_pct=32.3
export IMPL_synth_area_yosys_sq_mm=0.00157
export IMPL_row_count=25
export IMPL_htreeDepth=1
export IMPL_global_route_usage_met3_pct=1.92
export IMPL_final_hold_worst_slack_ns=0.548
export IMPL_postCtsResizedCells=0
export IMPL_setup_worst_path_class="flop to output port"
export IMPL_remaining_drc_errors=0
export IMPL_cts_buffer_depth=2
export IMPL_clock_root_buffer="sky130_fd_sc_hd__clkbuf_8"
export IMPL_core_region_area_sq_mm=0.00488
export IMPL_cts_sinks=25
export IMPL_ys_top_cells_by_area="sky130_fd_sc_hd__dfxtp_1, sky130_fd_sc_hd__xnor2_1, sky130_fd_sc_hd__nand2_1"
export IMPL_layout_cells_most_common="sky130_fd_sc_hd__clkdlybuf4s50_1"
export IMPL_timing_setup_tns_ns=0
export IMPL_worst_slew_margin_rel_pct=56.2
export IMPL_worstPathMaxFanout=10
export IMPL_groute_layer_met1_usage_pct=20.8
export IMPL_clock_tree_from_tritoncts="yes"
export IMPL_antenna_left=0
export IMPL_synthCells=197
export IMPL_worstPathRequired_ns=2.80
export IMPL_fillCellCount=516
export IMPL_design_die_area_sq_mm=0.00554
export IMPL_cts_setup_buffers=0
export IMPL_achievable_frequency_mhz=331
export IMPL_viasPerCell=4.94
export IMPL_postRouteWirelength_um=3400
export IMPL_synthArstFlopShare_pct=0
export IMPL_final_hold_viol_count=0
export IMPL_powerDensity_mw_per_mm2=263
export IMPL_synthDistinctLibCells=42
export IMPL_mappedNetlistArea_sq_mm=0.00157
export IMPL_grt_max_degree=19
export IMPL_postLayoutCellArea_sq_mm=0.00189
export IMPL_worst_clock_skew_ns=0.00168
export IMPL_lay_top_cells="sky130_fd_sc_hd__clkdlybuf4s50_1, sky130_fd_sc_hd__dfxtp_1, sky130_fd_sc_hd__nand2_1, sky130_fd_sc_hd__nor2_1, sky130_fd_sc_hd__xnor2_1"
export IMPL_dieWidth_um=74.4
export IMPL_num_antenna_cells=0
export IMPL_ys_warn_count=1
export IMPL_max_slew_worst_pin_slew_ns=0.654
export IMPL_drive_above_1_share_pct=4.25
export IMPL_worst_setup_hold_path_clk_slew_ns=0.09
export IMPL_dieHeight_um=74.4
export IMPL_finalWorstPathRequiredPeriod_ns=3.02
export IMPL_grt_use_total_pct=13.2
export IMPL_worst_setup_path_end_kind="output port"
export IMPL_yosys_cells=197
export IMPL_syn_avg_cell_area_sq_um=7.99
export IMPL_gr_max_usage_layer="met1"
export IMPL_drc_violation_total_after_the_first_tritonroute_iteration=72
export IMPL_global_route_overflow_total=0
export IMPL_holdBufCountCts=0
export IMPL_routabilityCongestion=0.846
export IMPL_dr_pass1_iters=4
export IMPL_vias=1378
export IMPL_sequential_cell_area_sq_um=500
export IMPL_setup_viol=0
export IMPL_timing_critical_path_from_type="flop"
export IMPL_dominantRegCellSynth="sky130_fd_sc_hd__dfxtp_1"
export IMPL_ys_flops=25
export IMPL_portion_of_the_clock_cycle_consumed_by_the_worst_path_in_the_final_layout_pct=86.3
export IMPL_cellLeakagePower_nw=0.638
export IMPL_tool_warnings=27
export IMPL_areaGrowthSynthToFinish_pct=20.2
export IMPL_logic_area_sq_um=968
export IMPL_peakVddDrop_mv=0.145
export IMPL_number_of_antenna_violations_at_the_first_check_in_global_routing=0
export IMPL_rsz0062_at_grt="false"
## worst paths after layout
path                            cells past startpoint  slack [ns]          start       endpoint
worst min register to register                      1        0.55  h_counter[10]  h_counter[10]
worst min-delay path                                1        0.55  h_counter[10]  h_counter[10]
worst max register to register                      4        1.65          state   h_counter[9]
worst max-delay path                                7        0.48   h_counter[0]          j[10]
## synthesized netlist by cell type, types with 2 or more instances
cell type                   instances
sky130_fd_sc_hd__or2_2              4
sky130_fd_sc_hd__nand3_1            8
sky130_fd_sc_hd__o2111ai_1          2
sky130_fd_sc_hd__clkbuf_1           9
sky130_fd_sc_hd__o2111a_1           2
sky130_fd_sc_hd__a21oi_1           10
sky130_fd_sc_hd__nor2_1            19
sky130_fd_sc_hd__xnor2_1           17
sky130_fd_sc_hd__or4b_1             2
sky130_fd_sc_hd__nand2_1           21
sky130_fd_sc_hd__a41oi_1            3
sky130_fd_sc_hd__buf_4              3
sky130_fd_sc_hd__xor2_1             6
sky130_fd_sc_hd__nor3_1             3
sky130_fd_sc_hd__and4_1             2
sky130_fd_sc_hd__dfxtp_1           25
sky130_fd_sc_hd__a31oi_1            4
sky130_fd_sc_hd__nand4b_1           2
sky130_fd_sc_hd__inv_1              8
sky130_fd_sc_hd__a311oi_1           5
sky130_fd_sc_hd__nor4_1             4
sky130_fd_sc_hd__o21ai_0            6
sky130_fd_sc_hd__or3_1              3
sky130_fd_sc_hd__ha_1               5
sky130_fd_sc_hd__and3_1             3
sky130_fd_sc_hd__buf_2              3
sky130_fd_sc_hd__nand2b_1           3
## per-stage QoR
step           setup WS, ns  std cells  total power [mW]
2_1_floorplan          1.41        197             0.317
3_3_place_gp          0.764        275             0.332
5_1_grt               0.350        279             0.518
4_1_cts               0.474        279             0.505
6_report              0.478        279             0.498
3_5_place_dp          0.789        275             0.332
## logic make-up after synthesis
logic type	count (synthesis)	share of synthesized area, %
flip-flops	25	31.8
AND/OR/NAND/NOR	79	25.7
adder cells (fa/ha/maj)	5	3.97
buffers and inverters	24	6.68
XOR/XNOR	23	12.8
AND-OR/OR-AND	40	18.4
multiplexers	1	0.636
## final cells by class
class | count | share of cell area (%)
clock buffer | 4 | 2.38
inverter | 9 | 1.79
multi-input combinational | 148 | 51.2
sequential | 25 | 26.5
tap | 67 | 4.43
timing repair buffer | 26 | 13.8
## worst max-delay path, cell delays in order (launching register included)
cell                              delay, ns
sky130_fd_sc_hd__dfxtp_1               0.41
sky130_fd_sc_hd__inv_1                 0.17
sky130_fd_sc_hd__ha_1                  0.20
sky130_fd_sc_hd__inv_1                 0.06
sky130_fd_sc_hd__a21oi_1               0.34
sky130_fd_sc_hd__o21ai_0               0.19
sky130_fd_sc_hd__xnor2_1               0.19
sky130_fd_sc_hd__clkdlybuf4s50_1       0.49
## power breakdown
part / internal, mW / switching [mW] / leakage (nW)
sequential: 0.287 / 0.00357 / 0.202
clock: 0.0814 / 0.0912 / 0.0228
combinational: 0.0143 / 0.0207 / 0.413
## state kept, by name, indices dropped and copies added (netlist names)
register	cells
hsout_delayed	1
vsout_delayed	1
v_counter	11
state	1
h_counter	11
## metal layers
layer  vias up  wire [um]
met2        25       1460
met3         2        130
met5         -          0
met1       625       1790
met4         0         20
li1        726          -
Power is estimated from default activity; no workload was simulated.
